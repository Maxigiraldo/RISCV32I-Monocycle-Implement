File: run.sh
#!/bin/bash
# OpenROAD 26Q1-2900-gdf79404cd8, Yosys 0.63+post, stock flow scripts
make -C /OpenROAD-flow-scripts/flow DESIGN_CONFIG=/design/flow/config.mk WORK_HOME=/design/flow/orfs finish
File: config.mk
export PLATFORM = sky130hd
export DESIGN_NAME = hex7seg
export DESIGN_NICKNAME = hex7seg
export VERILOG_FILES = /design/flow/design.v
export SDC_FILE = /design/flow/constraint.sdc
export NUM_CORES = 4
export LEC_CHECK = 1
export CORE_AREA = 10 10 70 70
export DIE_AREA = 0 0 80 80
export SYNTH_HDL_FRONTEND = slang
File: constraint.sdc
current_design hex7seg

set clk_period 2.0
set clk_io_pct 0.2

create_clock -name clk0 -period $clk_period

set non_clock_inputs [all_inputs -no_clocks]
set_input_delay [expr $clk_period * $clk_io_pct] -clock clk0 $non_clock_inputs
set_output_delay [expr $clk_period * $clk_io_pct] -clock clk0 [all_outputs]
File: design.v
module hex7seg (
    input  wire [3:0] hex_in,
    output reg  [6:0] segments
);
    always @(*) begin
        case (hex_in)
            4'h0: segments = 7'b1000000;  
            4'h1: segments = 7'b1111001;  
            4'h2: segments = 7'b0100100;  
            4'h3: segments = 7'b0110000;  
            4'h4: segments = 7'b0011001;  
            4'h5: segments = 7'b0010010;  
            4'h6: segments = 7'b0000010;  
            4'h7: segments = 7'b1111000;  
            4'h8: segments = 7'b0000000;  
            4'h9: segments = 7'b0010000;  
            4'hA: segments = 7'b0001000;  
            4'hB: segments = 7'b0000011;  
            4'hC: segments = 7'b1000110;  
            4'hD: segments = 7'b0100001;  
            4'hE: segments = 7'b0000110;  
            4'hF: segments = 7'b0001110;  
            default: segments = 7'b1111111;  
        endcase
    end
endmodule
==> impl_results.rst <==
Flow metrics
------------

.. list-table::
   :header-rows: 1

   * - Metric
     - Value
   * - Status
     - complete, no violations
   * - AND-OR/OR-AND share of the synthesized area
     - 15.5%
   * - Post-Syn Instances
     - 32
   * - Register area
     - 0 µm²
   * - Count of input and output buffers
     - 11
   * - Flop Count
     - 0
   * - Final std cell area, no fill
     - 524 µm²
   * - Average vias per placed instance
     - 2.90
   * - Crit. End Element
     - output pin
   * - Iter 0 DRT Violations
     - 4
   * - Worst slew margin relative to its limit
     - 89.9%
   * - Final wirelength
     - 777 µm
   * - Yosys stat cell total
     - 32
   * - Max Transition Viols Final
     - 0
   * - Fraction of the core area covered by cells at the end of the flow
     - 15.3%
   * - Number of standard-cell rows in the floorplan
     - 21
   * - Total via count in the routed design
     - 287
   * - Synth Area in Simple Gates
     - 14.5%
   * - Crit Path Class
     - in -> out
   * - Die area
     - 6400 µm²
   * - Layout cell share with drive strength beyond 1
     - 45.3%
   * - Die boundary height
     - 80 µm
   * - Sequential area share after synthesis
     - 0%
   * - Number of hold violations in the final report
     - 0
   * - Die W
     - 80 µm
   * - Placer's final routability congestion estimate
     - 0.805
   * - Multiplexer share of the synthesized area
     - 28.2%
   * - Summed instance area of the synthesized netlist
     - 275 µm²
   * - Setup repair after global routing missed its margin
     - no
   * - Total negative setup slack
     - 0 ns
   * - VDD IR-drop max
     - 0.0000209 V
   * - Number of cells on the worst hold path
     - 5
   * - Hold path start
     - hex_in[0]
   * - Post-route minimum period
     - 1.93 ns
   * - Remaining DRCs
     - 0
   * - Critical path data arrival time
     - 1.53 ns
   * - Total overflow reported by the global router
     - 0
   * - CP cell instances
     - buf_4 > buf_4 > ha_2 > mux4_2 > clkdlybuf4s15_1
   * - Mean cell area of the mapped netlist
     - 8.60 µm²
   * - Area reported by Yosys stat
     - 275 µm²
   * - Detailed-router iteration count before antenna repair
     - 3
   * - Pin slew with the least headroom to its limit
     - 0.147 ns
   * - Synth Area in XOR/XNOR
     - 0%
   * - WHS
     - 1.33 ns
   * - # placed instances
     - 97
   * - Number of maximum-capacitance violations
     - 0
   * - Final-layout fill cell count
     - 384
   * - Required arrival time at the worst endpoint
     - 1.60 ns
   * - Setup Viol. Count Final
     - 0
   * - Antenna violations before repair
     - 0
   * - Combinational family with the most area after synthesis
     - adder cells
   * - Mean routed wirelength per cell
     - 7.85 µm
   * - Global Route Usage Sum
     - 2.38%
   * - Largest net degree at the start of global routing
     - 7
   * - Sum of buffers and inverters on the critical path
     - 3
   * - Warning total across the stage logs
     - 39
   * - Diodes inserted
     - 0
   * - Cell family with the largest share of critical-path delay
     - buffers and inverters
   * - Yosys adder share
     - 31.8%
   * - Area of the core region
     - 3420 µm²
   * - Cell variety after synth
     - 15
   * - Area growth syn-to-layout
     - 90.5%
   * - Timing-limited maximum frequency
     - 518 MHz
   * - Floorplan core density
     - 8.06%
   * - Cell area reported after detailed placement
     - 502 µm²
   * - Count of placed standard cells in the final layout, fillers left out
     - 99
   * - Power density relative to cell area
     - 170 nW/µm²
   * - Worst-case hold path end point
     - segments[4]
   * - Delay of the slowest critical-path stage
     - 0.46 ns
   * - Largest fanout on the critical path
     - 5
   * - Cell seen most often among critical-path stages
     - buf_4
   * - Cell at the slowest stage of the critical path
     - mux4_2
   * - Total leakage power
     - 0.260 nW
   * - Number of top-level design ports
     - 11
   * - Vias in the first global route
     - 287
   * - Type of the tightest min-delay check
     - in -> out
   * - Type of origin of the critical path
     - primary input
   * - Global-route wire length before repair
     - 1320 µm
   * - DPL Wire Length
     - 621 µm
   * - Number of nets with antenna violations after detailed routing
     - 0
   * - Yosys warning tally
     - 0
   * - Tcrit/Tclk final
     - 96.4%
   * - Clkbuf count
     - 0
   * - Total of hold buffers inserted after clock tree synthesis
     - 0
-- where the power goes --
group / internal [W] / switching [W]
Clock: 0 / 0
Sequential: 0 / 0
Combinational: 0.0000545 / 0.0000347
Total: 0.0000545 / 0.0000347
-- synthesized netlist by cell type --
cell | instances | share of area [%]
mux2i_1 | 4 | 15
mux4_1 | 1 | 9.5
or3b_1 | 1 | 3.2
nand2_1 | 1 | 1.4
nor2_1 | 5 | 6.8
ha_1 | 7 | 32
a32o_1 | 1 | 3.6
mux2_2 | 1 | 4.1
buf_2 | 1 | 1.8
inv_1 | 3 | 4.1
and2b_2 | 1 | 3.2
o21ai_0 | 2 | 3.6
buf_6 | 1 | 4.1
a22o_1 | 2 | 6.4
a21oi_1 | 1 | 1.8
-- tightest hold or removal path: cells and delay by family --
family / cells / cell delay, ns
buffers and inverters: 3 / 0.34
muxes: 1 / 0.06
AOI/OAI and AO/OA: 1 / 0.13
-- layout make-up --
| cell class | instances | area, µm² | share of cell area, % |
|---|---|---|---|
| multi-input cells | 27 | 264 | 50.4 |
| repair buffers | 23 | 189 | 36.0 |
| well taps | 46 | 57.6 | 11.0 |
| inverters | 3 | 13.8 | 2.63 |
-- kinds of logic after synthesis --
group,Yosys count
AND-OR/OR-AND,6
adder cells (fa/ha/maj),7
AND/OR/NAND/NOR,8
buffers and inverters,5
multiplexers,6
-- cells in the final DEF (no fill, tap or decap) --
cell             netlist  layout
ha_4                   0       1
ha_2                   0       2
a32o_1                 1       1
or3b_1                 1       1
a22o_1                 2       2
and2b_2                1       1
nand2_1                1       1
o21ai_1                0       2
inv_4                  0       1
buf_4                  0      10
nor2_1                 5       4
clkdlybuf4s15_1        0       2
nor2_2                 0       1
mux2i_1                4       4
buf_6                  1       2
dlymetal6s2s_1         0       1
inv_2                  0       1
mux4_2                 0       1
dlygate4sd2_1          0       5
inv_1                  3       1
mux2_2                 1       1
buf_2                  1       3
ha_1                   7       4
a21oi_1                1       1
-- metal layers --
layer | GRT usage [%] | routed length (µm) | up-vias | part of all wire [%]
met5 | 0 | 0 | - | 0
met4 | 0 | 0 | 0 | 0
met3 | 0.455 | 67 | 0 | 8.6
met2 | 4.65 | 397 | 6 | 51
met1 | 2.71 | 313 | 128 | 40
li1 | - | - | 153 | -
-- through the flow --
stage,power (W),setup slack (ns)
after floorplan,0.0000364,0.320
after global placement,0.0000911,-0.714
after detailed placement,0.0000913,-0.708
after CTS,0.0000894,-0.0540
after global routing,0.000101,0.0240
final,0.0000892,0.0711
-- worst max-delay path by stage --
| stage | to | start | cells past startpoint |
|---|---|---|---|
| 4_1_cts | segments[4] | hex_in[3] | 6 |
| 6_report | segments[3] | hex_in[0] | 5 |
| 5_1_grt | segments[3] | hex_in[0] | 5 |
-- repair_timing --
item	4_1_cts	5_1_grt
endpoints found under the setup margin	7	4
endpoints found under the hold margin	0	0
cloned	1	0
resized	31	4
pin swaps	4	3
setup buffers	0	1
Power figures rest on the tool's default switching activity, not on a simulated workload.
