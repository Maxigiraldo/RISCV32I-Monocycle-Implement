==> design/flow/design.v <==
module ALU_Module (
	input [31:0] Term_A,
	input [31:0] Term_B,
	input [3:0] Alu_OP,
	output reg [31:0] Alu_result
);
always @(*) begin
	case (Alu_OP)
			4'b0000: Alu_result = Term_A + Term_B;       
			4'b0001: Alu_result = Term_A - Term_B;       
			4'b0010: Alu_result = Term_A & Term_B;       
			4'b0011: Alu_result = Term_A | Term_B;       
			4'b0100: Alu_result = Term_A ^ Term_B;       
			4'b0101: Alu_result = Term_A << Term_B[4:0];  
			4'b0110: Alu_result = Term_A >> Term_B[4:0];  
			4'b0111: Alu_result = $signed(Term_A) >>> Term_B[4:0];  
			4'b1000: Alu_result = ($signed(Term_A) < $signed(Term_B)) ? 1 : 0;  
			4'b1001: Alu_result = (Term_A < Term_B) ? 1 : 0;  
			4'b1010: Alu_result = Term_B;  
			default: Alu_result = 32'h0;
	endcase
	end
endmodule
module AluASrc(
	input [31:0] address,
	input [31:0] RU1,
	input ALUASrcEN,
	output wire [31:0] Term_A
);
assign Term_A = (ALUASrcEN) ? address : RU1;
endmodule
module AluBSrc(
	input [31:0] RU2,
	input [31:0] IMM,
	input ALUBSrcEN,
	output wire [31:0] Term_B
);
assign Term_B = (ALUBSrcEN) ? IMM : RU2;
endmodule
module Branch_Unit(
	input [31:0] RU1,
	input [31:0] RU2,
	input [2:0] BrOP,
	output reg BrEN
);
always @(*)
	begin
		case (BrOP)
			3'b001: BrEN = (RU1 == RU2);            
			3'b010: BrEN = (RU1 != RU2);            
			3'b011: BrEN = ($signed(RU1) < $signed(RU2));   
			3'b100: BrEN = ($signed(RU1) >= $signed(RU2));  
			3'b101: BrEN = (RU1 < RU2);             
			3'b110: BrEN = (RU1 >= RU2);            
			3'b111: BrEN = 1'b1;  
			default: BrEN = 1'b0;
		endcase
	end
endmodule
module Control_Unit (
	input [6:0] opcode,
	input [2:0] func3,
	input [6:0] func7,
	output reg RUWr,
	output reg [2:0] IMMSrc,
	output reg ALUASrcEN,
	output reg ALUBSrcEN,
	output reg [3:0] Alu_OP,
	output reg [2:0] BrOP,
	output reg DMWR,
	output reg [2:0] DMCtrl,
	output reg [1:0] RUDataWrSrc
);
always@(*)
	begin
		RUWr = 1'b0;
		IMMSrc = 3'h0;
		ALUASrcEN = 1'b0;
		ALUBSrcEN = 1'b0;
		Alu_OP = 4'h0;
		BrOP = 3'h0;
		DMWR = 1'b0;
		DMCtrl = 3'b0;
		RUDataWrSrc = 2'h0;
		case (opcode)
			7'b0110011:  
				begin
					RUWr = 1'b1;
					RUDataWrSrc = 2'h0;
					ALUASrcEN = 1'b0;
					ALUBSrcEN = 1'b0;
					case(func3)
						3'b000: Alu_OP = (func7[5]) ? 4'b0001 : 4'b0000;  
						3'b111: Alu_OP = 4'b0010;  
						3'b110: Alu_OP = 4'b0011;  
						3'b100: Alu_OP = 4'b0100;  
						3'b010: Alu_OP = 4'b1000;  
						3'b011: Alu_OP = 4'b1001;  
						3'b001: Alu_OP = 4'b0101;  
						3'b101: Alu_OP = (func7[5]) ? 4'b0111 : 4'b0110;  
						default: Alu_OP = 4'b0000;
					endcase
				end
			7'b0010011:  
				begin
					RUWr = 1'b1;
					IMMSrc = 3'b000;
					ALUASrcEN = 1'b0;
					ALUBSrcEN = 1'b1;
					RUDataWrSrc = 2'h0;
					case(func3)
						 3'b000: Alu_OP = 4'b0000;  
						 3'b111: Alu_OP = 4'b0010;  
						 3'b110: Alu_OP = 4'b0011;  
						 3'b100: Alu_OP = 4'b0100;  
						 3'b010: Alu_OP = 4'b1000;  
						 3'b011: Alu_OP = 4'b1001;  
						 3'b001: Alu_OP = 4'b0101;  
						 3'b101: Alu_OP = (func7[5]) ? 4'b0111 : 4'b0110;  
						 default: Alu_OP = 4'b0000;
					endcase
				end
			7'b0000011:  
				begin   
					RUWr = 1'b1;
					IMMSrc = 3'b000;  
					RUDataWrSrc = 2'b01;   
					ALUASrcEN = 1'b0;
					ALUBSrcEN = 1'b1;      
					Alu_OP = 4'b0000;     
					DMWR = 1'b0;
					DMCtrl = func3;      
				end
			7'b0100011:  
				begin   
					RUWr = 1'b0;          
					ALUASrcEN = 1'b0;
					ALUBSrcEN = 1'b1;      
					Alu_OP = 4'b0000;     
					IMMSrc = 3'b001;       
					DMWR = 1'b1;              
					DMCtrl = func3;
				 end
			 7'b1100011:  
				begin   
					RUWr = 1'b0;
					ALUASrcEN = 1'b1;
					ALUBSrcEN = 1'b1;            
					Alu_OP = 4'b0000;
					IMMSrc = 3'b010;       
					case(func3)
						 3'b000: BrOP = 3'b001;  
						 3'b001: BrOP = 3'b010;  
						 3'b100: BrOP = 3'b011;  
						 3'b101: BrOP = 3'b100;  
						 3'b110: BrOP = 3'b101;  
						 3'b111: BrOP = 3'b110;  
						 default: BrOP = 3'b000;
					endcase
				end
			7'b0110111:  
				begin   
					RUWr = 1'b1;
					RUDataWrSrc = 2'b00;   
					ALUASrcEN = 1'b0;
					ALUBSrcEN = 1'b1;            
					Alu_OP = 4'b1010;     
					IMMSrc = 3'b011;       
				end
			7'b0010111:  
				begin   
					RUWr = 1;
					RUDataWrSrc = 2'b00;
					ALUASrcEN = 1'b1;
					ALUBSrcEN = 1'b1;           
					Alu_OP = 4'b0000;     
					IMMSrc = 3'b011;       
				end
			7'b1101111:  
				begin   
					RUWr = 1;
					RUDataWrSrc = 2'b10;   
					ALUASrcEN = 1'b1;
					ALUBSrcEN = 1'b1;
					Alu_OP = 4'b0000;
					IMMSrc = 3'b100;       
					BrOP = 3'b111;  
			  end
        7'b1100111:  
			  begin   
					RUWr = 1;
					RUDataWrSrc = 2'b10;   
					BrOP = 3'b111;  
					ALUASrcEN = 1'b0;
					ALUBSrcEN = 1'b1;            
					Alu_OP = 4'b0000;     
					IMMSrc = 3'b000;       
			  end
			default: ;
		endcase
	end
endmodule
module Data_Memory(
    input clk,
    input rst,
    input [31:0] address,      
    input [31:0] DataWR,       
    input DMWR,                
    input [2:0] DMCtrl,        
    output reg [31:0] DataRead  
);
    reg [31:0] DataMem [0:100];  
    integer i;
    always @(*) begin
        if (!DMWR) begin
            case (DMCtrl)
                3'b010: DataRead = DataMem[address[11:2]];
                3'b001: DataRead = {{16{DataMem[address[11:2]][15]}}, DataMem[address[11:2]][15:0]};
                3'b101: DataRead = {16'b0, DataMem[address[11:2]][15:0]};
                3'b000: DataRead = {{24{DataMem[address[11:2]][7]}}, DataMem[address[11:2]][7:0]};
                3'b100: DataRead = {24'b0, DataMem[address[11:2]][7:0]};
                default: DataRead = 32'b0;
            endcase
        end
    end
    always @(posedge clk) begin
        if (!rst) begin
            for (i = 0; i < 100; i = i + 1)
                DataMem[i] <= 32'h0;
        end 
        else if (DMWR) begin
            case (DMCtrl)
                3'b010: DataMem[address[11:2]] <= DataWR;
                3'b001: DataMem[address[11:2]][15:0] <= DataWR[15:0];
                3'b000: DataMem[address[11:2]][7:0] <= DataWR[7:0];
                default: ;  
            endcase
        end
    end
endmodule
module Imm_Generator(
    input [31:0] instruction,   
    input [2:0] IMMSrc,         
    output reg [31:0] Imm       
);
always @(*) begin
    case(IMMSrc)
        3'b000: begin   
            Imm = {{20{instruction[31]}}, instruction[31:20]};
        end
        3'b001: begin   
            Imm = {{20{instruction[31]}}, 
                   instruction[31:25], instruction[11:7]};
        end
        3'b010: begin   
            Imm = {{19{instruction[31]}}, 
                   instruction[31], instruction[7], 
                   instruction[30:25], instruction[11:8], 1'b0};
        end
        3'b011: begin   
            Imm = {instruction[31:12], 12'b0};
        end
        3'b100: begin   
            Imm = {{11{instruction[31]}}, 
                   instruction[31], instruction[19:12], 
                   instruction[20], instruction[30:21], 1'b0};
        end
        default: Imm = 32'b0;
    endcase
end
endmodule
module Instruction_Memory( 
	input [31:0] address, 
	output wire [31:0] instruction 
); 
reg [31:0] mem [0:100];
initial 
	begin 
		$readmemh("instructions.hex", mem); 
	end 
assign instruction = mem[address[11:2]]; 
endmodule
module PC_mux(
	input [31:0] Alu_result,
	input [31:0] address_in,
	input BrOpEN,
	output wire [31:0] address_out
);
assign address_out = (BrOpEN) ? Alu_result : address_in;
endmodule
module Program_Counter(
	input clk,
	input rst,
	input [31:0] address_next,
	output reg [31:0] address
);
always @ (posedge clk)
	begin
		if (!rst)
			address <= 32'b0;
		else
			address <= address_next;
	end
endmodule
module RISCV (
	input clk,
	input rst,
	input sw1,
	input sw2,
	input sw3,
	input sw4,
	output wire [31:0] visualization,
	output wire [31:0] PC,
	output wire [31:0] Result,
	output wire [31:0] Recover,
	output wire [31:0] Inst_View,
	output wire [6:0] opcode_view,
	output wire [2:0] func3_view,
	output wire [6:0] func7_view,
	output wire [4:0] rs1_view,
	output wire [4:0] rs2_view,
	output wire [4:0] rd_view,
	output wire [31:0] immediate_view,
	output wire [31:0] WriteBack_view,
	output wire Branch_view,
	output wire [31:0] registers_view [31:0]
); 
wire [31:0] address;
wire [31:0] address_next;
wire [31:0] address_in;
wire [31:0] instruction;
wire [6:0] opcode;
wire [2:0] func3;
wire [6:0] func7;
wire [4:0] rs1;
wire [4:0] rs2;
wire [4:0] rd;
wire [31:0] immediate;
assign opcode = instruction[6:0];
assign func3 = instruction[14:12];
assign func7 = instruction[31:25];
assign rs1 = instruction[19:15];
assign rs2 = instruction[24:20];
assign rd = instruction[11:7];
wire [31:0] RU1;
wire [31:0] RU2;
wire [31:0] regs_view [0:31];
wire RUWr;
wire [2:0] IMMSrc;
wire ALUASrcEN;
wire ALUBSrcEN;
wire [3:0] Alu_OP;
wire [2:0] BrOP;
wire DMWR;
wire [2:0] DMCtrl;
wire [1:0] RUDataWrSrc;
wire [31:0] Alu_result;
wire [31:0] Term_A;
wire [31:0] Term_B;
wire BrEN;
wire [31:0] DataRead;
wire [31:0] WriteBack;
Control_Unit Control_unit(
	.opcode(opcode),
	.func3(func3),
	.func7(func7),
	.RUWr(RUWr),
	.IMMSrc(IMMSrc),
	.ALUASrcEN(ALUASrcEN),
	.ALUBSrcEN(ALUBSrcEN),
	.Alu_OP(Alu_OP),
	.BrOP(BrOP),
	.DMWR(DMWR),
	.DMCtrl(DMCtrl),
	.RUDataWrSrc(RUDataWrSrc)
);
Program_Counter Program_Counter (
	.clk(clk),
	.rst(rst),
	.address_next(address_next),
	.address(address)
);
Sum4 Sum4 (
	.address_in(address),
	.address_out(address_in)
);
PC_mux PC_mux (
	.Alu_result(Alu_result),
	.address_in(address_in),
	.BrOpEN(BrEN),
	.address_out(address_next)
);
Instruction_Memory Instruction_Memory (
	.address(address),
	.instruction(instruction)
);
Registers_Unit Registers_Unit (
	.clk(clk),
	.rst(rst),
	.rs1(rs1),
	.rs2(rs2),
	.rd(rd),
	.DataWr(WriteBack),
	.RUWr(RUWr),
	.RU1(RU1),
	.RU2(RU2),
	.registers_out(regs_view)
);
Imm_Generator IMM_Generator (
    .instruction(instruction),  
    .IMMSrc(IMMSrc),        
    .Imm(immediate)      
);
AluASrc Alu_A (
	.address(address),
	.RU1(RU1),
	.ALUASrcEN(ALUASrcEN),
	.Term_A(Term_A)
);
AluBSrc Alu_B (
	.RU2(RU2),
	.IMM(immediate),
	.ALUBSrcEN(ALUBSrcEN),
	.Term_B(Term_B)
);
ALU_Module ALU_Module (
	.Term_A(Term_A),
	.Term_B(Term_B),
	.Alu_OP(Alu_OP),
	.Alu_result(Alu_result)
);
Branch_Unit Branch_Unit (
	.RU1(RU1),
	.RU2(RU2),
	.BrOP(BrOP),
	.BrEN(BrEN)
);
Data_Memory Data_Memory (
	.clk(clk),
	.rst(rst),
	.address(Alu_result),
	.DataWR(RU2),
	.DMWR(DMWR),
	.DMCtrl(DMCtrl),
	.DataRead(DataRead)
);
Write_Back_Data Write_Back_Data (
	.address_in(address_in),
	.DataRd(DataRead),
	.Alu_result(Alu_result),
	.RUDataWrSrc(RUDataWrSrc),
	.WriteBack(WriteBack)
);
assign PC = address;
assign Result = Alu_result;
assign Recover = DataRead;
assign Inst_View = instruction;
assign opcode_view = opcode;
assign func3_view = func3;
assign func7_view = func7;
assign rs1_view = rs1;
assign rs2_view = rs2;
assign rd_view = rd;
assign immediate_view = immediate;
assign WriteBack_view = WriteBack;
assign Branch_view = BrEN;
assign registers_view = regs_view;
assign visualization = (!rst)    ? 32'b0 :
                       (sw1)     ? address :
                       (sw2)     ? Alu_result :
                       (sw3)     ? DataRead :
                       (sw4)     ? instruction :
                                   32'b0;
endmodule
module Registers_Unit( 
	input clk, 
	input rst, 
	input [4:0] rs1, 
	input [4:0] rs2, 
	input [4:0] rd, 
	input [31:0] DataWr, 
	input RUWr, 
	output wire [31:0] RU1, 
	output wire [31:0] RU2,
	output wire [31:0] registers_out [0:31]
); 
reg [31:0] registers_mem [0:31]; 
integer i; 
assign RU1 = (rs1 == 0) ? 32'h0 : registers_mem[rs1];
assign RU2 = (rs2 == 0) ? 32'h0 : registers_mem[rs2]; 
genvar gi;
  generate
    for (gi = 0; gi < 32; gi = gi + 1) begin : REG_OUT_GEN
      assign registers_out[gi] = registers_mem[gi];
    end
  endgenerate
always @(posedge clk) 
	begin 
		if (!rst) 
			begin 
				for (i = 0; i<32; i++) 
					registers_mem[i] <= 32'b0; 
			end 
		else if (RUWr && rd != 0)   
			registers_mem[rd] <= DataWr;
	end
endmodule
module Sum4 (
	input [31:0] address_in,
	output wire [31:0] address_out
);
assign address_out = address_in + 32'h4;
endmodule
module Write_Back_Data(
	input [31:0] address_in,
	input [31:0] DataRd,
	input [31:0] Alu_result,
	input [1:0] RUDataWrSrc,
	output reg [31:0] WriteBack
);
always @(*)
	case (RUDataWrSrc)
		2'b00: WriteBack = Alu_result;
		2'b01: WriteBack = DataRd;
		2'b10: WriteBack = address_in;
		default: WriteBack = 32'h0;
	endcase
endmodule
==> design/flow/instructions.hex <==
123450B7
67808093
00102023
00109223
00108423
00002103
00001183
00000203
FFF00293
00502623
00C00303
00C04383
00C01403
00C05483
06300F93
==> design/flow/run.sh <==
#!/bin/bash
# OpenROAD 26Q1-2900-gdf79404cd8, Yosys 0.63+post, stock flow scripts
make -C /OpenROAD-flow-scripts/flow DESIGN_CONFIG=/design/flow/config.mk WORK_HOME=/design/flow/orfs finish
==> design/flow/config.mk <==
export PLATFORM = sky130hd
export DESIGN_NAME = RISCV
export DESIGN_NICKNAME = RISCV
export VERILOG_FILES = /design/flow/design.v
export SDC_FILE = /design/flow/constraint.sdc
export NUM_CORES = 4
export LEC_CHECK = 1
export CORE_AREA = 10 10 493 493
export DIE_AREA = 0 0 503 503
export SYNTH_HDL_FRONTEND = slang
export SYNTH_MEMORY_MAX_BITS = 65536
==> design/flow/constraint.sdc <==
current_design RISCV

set clk_period 3.8
set clk_io_pct 0.2

create_clock -name clk0 -period $clk_period [get_ports {clk}]

set non_clock_inputs [all_inputs -no_clocks]
set_input_delay [expr $clk_period * $clk_io_pct] -clock clk0 $non_clock_inputs
set_output_delay [expr $clk_period * $clk_io_pct] -clock clk0 [all_outputs]
==> results.cfg <==
; implementation run metrics
[run_status]
status = complete, no violations

[yosys]
top_logic_kind = buffers and inverters
fa_ha_area_frac = 0.001165
yosys_area_mm2 = 0.01074
synth_simple_gate_area_share = 0.05241
synth_cell_types = 33
synth_flops = 30
top_cells_by_area = buf_4 85%, dfxtp_1 5.6%, and3_1 1.9%, or4_1 0.84%, a21oi_1 0.75%
postSynthCellCount = 1413
synth_dominant_cell_count = buf_4
top_cell_area_share = 0.8532
synthAoiAreaFrac = 0.01887
top_cells_by_count = 1221 x buf_4, 32 x and3_1, 30 x dfxtp_1
ys_cells = 1413
ys_seq_share = 0.05590
avgSynthCellArea_um2 = 7.603
ys_sh_mux = 0
netlist_area_mm2 = 0.01074
synth-xor-area-share = 0.008968
edf_count = 0
yosysTopAreaCell = buf_4
ys_warn_count = 0
synth-main-ff-cell = dfxtp_1
async_reset_ff_frac = 0

[worst_setup_path]
cp_max_fo = 33
end_kind = output pin
critical_path_class = primary input to output pin
start_kind = primary input
arrival_ps = 2210
worst_ep_required_time_ps = 3040
ff2ff_path_depth = 5

[clock_network]
path_clk_slew_ps = 50
post_cts_buffers = 0
hold_buffers = 0
cts_resized = 0
clockBufferDepth = 2
cts.sinks = 30
htreeDepth = 2
clockRootBuffer = clkbuf_16
cts_buffers = 5
clock_latency_ps = 270
cts_tree = done

[final_layout]
reg.largest.list = Program_Counter.address (30)
largest_register_ffs = 30
post-route-cell-area_mm2 = 0.01068
regMostFlops = Program_Counter.address
syn_to_final_growth_pct = -0.5706
drive_gt1_frac = 0.01156

[power]
pwr-share-comb = 0.144
p_int_mw = 0.5882
clock_power_share = 0.467
p_per_area_mw_per_mm2 = 78.78
p_sw_frac = 0.3009
p_seq_frac = 0.389
vdd_drop_max_uv = 169.9
p_total_mw = 0.8414
p_sw_mw = 0.2532
p_leak_nw = 4.814

[route]
first_iter_violations = 173
vias_per_cell = 1.066
drc = 0
drtPass1Iterations = 5
wirelength_um = 32950
vias = 4811
post_drt_wl_per_cell_um = 7.298
ant_nets = 0

[floorplan]
die_h_um = 503
row_count = 177
die_x_um = 503
core_area_mm2 = 0.2323
chip_area_mm2 = 0.2530
ios = 1287
fp_util = 0.04624

[final_timing]
rsz0062_at_grt = false
fin_skew_ps = 4.514
fin_setup_tns_ps = 0
slew_headroom = 0.5699
slew_violations = 0
tightest_slew_ps = 643.3
fin_ws_ps = 831.6
finalHoldViolations = 0
fmax_ghz = 0.3369
setup_violations = 0
min_period_over_period = 0.7812
period_minus_slack_ps = 2968

[global_routing]
antenna_found_initial = 1
grt.total_usage = 0.01979
grt_pass1_vias = 5032
overflow = 0
grt_pass1_wl_um = 35970
grt_max_degree = 34

[place]
post_dp_cell_area_mm2 = 0.01053
io_buffers = 62
dp_slack_ps = 837.2
hpwlAfterDp_um = 31420
place_congestion = 0.6231

[run]
maxCapViolCount = 0
log.warning_count = 28

[min_path]
min_path_type = register to register
holdPathStages = 2
-- area by class of cell --
type                    count  area [um^2]
diodes                      1        2.502
clock buffers               6        138.9
clock inverters             2        12.51
fillers                 27630       221600
inverters                   7        26.28
multi-input cells        1362         5458
flip-flops and latches     30        600.6
well taps                3043         3807
repair buffers             64        635.6
-- routing by layer --
layer  GRT usage  routed length, um
met1     0.02263              10920
met2     0.03825              17520
met3    0.004757               4280
met4    0.001498                237
met5           0                  0
-- cell families (layout without fill, tap and decap cells) --
group,count (synthesis),after routing
AND-OR/OR-AND,34,34
XOR/XNOR,11,11
adder cells (fa/ha/maj),1,1
buffers and inverters,1241,79
flip-flops,30,30
other,1,1222
AND/OR/NAND/NOR,95,95
-- power groups by stage --
stage | Sequential, mW | Clock (mW) | Combinational, mW
4_1_cts | 0.327 | 0.400 | 0.158
5_1_grt | 0.328 | 0.418 | 0.193
6_report | 0.327 | 0.393 | 0.121
-- stage by stage --
stage,cells,hold slack [ps],utilization
global route,4514,575.7,0.04597
finish,4515,534.1,0.04598
floorplan,2633,447.2,-
detailed placement,4506,524.8,0.04532
CTS,4514,535.0,0.04597
global placement,4506,526.8,0.04532
-- layout by cell type (no fill, tap or decap), drive strengths merged --
master	Yosys	final
a21oi	16	16
and2	1	1
and3	33	33
and4	2	2
buf	1226	2
clkbuf	7	6
clkdlybuf4s50	0	62
clkinv	0	1
clkinvlp	0	1
conb	1	1221
dfxtp	30	30
diode	0	1
ha	1	1
inv	7	7
nand2	8	8
nand3	11	11
nand4	3	3
nor2	13	13
nor3	4	4
nor4	2	2
o21a	1	1
o21ai	6	6
o31a	1	1
o31ai	10	10
or3	6	6
or4	12	12
xnor2	9	9
xor2	2	2
-- final timing paths --
check	from	to	slack (ps)
min reg2reg	Program_Counter.address[30]	Program_Counter.address[30]	530
max reg2reg	Program_Counter.address[2]	Program_Counter.address[28]	1240
min	Program_Counter.address[30]	Program_Counter.address[30]	530
max	rst	visualization[17]	830
-- worst max-delay path, cell delays in order --
cell and delay (ps):
clkdlybuf4s50_1 460, buf_4 260, and3_1 230, clkdlybuf4s50_1 480
Power is estimated from default activity; no workload was simulated.
